**design/flow/design.v**
```verilog
module register(ra1,ra2,wa,clk,write,rdata1,rdata2,wdata);
input [31:0] wdata;
input [5:0] ra2,ra1,wa;
input write,clk;
output [31:0] rdata1,rdata2;
reg [31:0] mem [0:31] ;
assign rdata1 = mem[ra1];
assign rdata2 = mem[ra2];
always @(posedge clk)
begin
	if(write)
	begin
		mem[wa]=wdata;
	end
end
endmodule
```
**design/flow/run.sh**
```bash
#!/bin/bash
# OpenROAD 26Q1-2900-gdf79404cd8, Yosys 0.63+post, stock flow scripts
make -C /OpenROAD-flow-scripts/flow DESIGN_CONFIG=/design/flow/config.mk WORK_HOME=/design/flow/orfs finish
```
**design/flow/config.mk**
```make
export PLATFORM = sky130hd
export DESIGN_NAME = register
export DESIGN_NICKNAME = register
export VERILOG_FILES = /design/flow/design.v
export SDC_FILE = /design/flow/constraint.sdc
export NUM_CORES = 4
export LEC_CHECK = 1
export CORE_UTILIZATION = 30
```
**design/flow/constraint.sdc**
```tcl
current_design register

set clk_period 6.4
set clk_io_pct 0.2

create_clock -name clk0 -period $clk_period [get_ports {clk}]

set non_clock_inputs [all_inputs -no_clocks]
set_input_delay [expr $clk_period * $clk_io_pct] -clock clk0 $non_clock_inputs
set_output_delay [expr $clk_period * $clk_io_pct] -clock clk0 [all_outputs]
```
==> results.txt <==
This note records the results obtained with Yosys and OpenROAD.

Worst setup path
In this run the critical path is formed by clkdlybuf4s50_1, nor2_4, buf_4, a22o_1, nor3_1, a31oi_1, nand3_1, clkdlybuf4s50_1. The cell with the largest stage delay on the worst path is sky130_fd_sc_hd__buf_4. The highest cell delay on the worst timing path is 0.58 ns. STA classifies the critical path startpoint as an input port. The arrival time of data at the critical path endpoint is 4.35 ns. Per STA, the library cell used most along the worst path is sky130_fd_sc_hd__clkdlybuf4s50_1. The type of element capturing the critical path is a primary output. The required time at the endpoint of the critical path is 5.12 ns.

Max fanout on the critical path was recorded as 28. For reference, the most critical setup path is categorized as in2out.

Drt
The violation tally recorded at the end of detailed-routing iteration 0 is 1934. Per the detail_route report, routed wire per instance is 26.69 um. The pre-antenna-repair detailed-routing pass consisted of 7 iterations. Once detail routing completed, the nets flagged for antenna violations numbered 0. The routed layout reports a DRC error count of 0. The detailed-route via count is 30970. The via count normalized by instance count is 5.373.

The final wirelength is 153900 um.

Die
In this run the core area contains 147 standard-cell rows. The width of the chip is 405.3 um. The floorplan step defined a die boundary enclosing 164200 sq um. The number of top-level pins is 116. The y dimension of the die is 405.3 um. The initial standard-cell utilization of the core is 30.32%. The core area is 160900 sq um.

CTS
The clock net sink count is 1024. The post-cts repair resize count is 0. For this design, the CTS-stage hold fixing added 0 buffers. The CTS buffer count is 102. In the CTS report, the clock slew at the register clock pins of the worst setup and hold paths is listed as 0.06 ns. The clock root buffer is sky130_fd_sc_hd__clkbuf_16. The clock H-tree reported by CTS has 3 levels. The maximum buffer depth of the clock tree is 3. The number of setup buffers added after CTS is 0. TritonCTS built the clock tree.

Layout
The post-route netlist has 10.16% of its cells at a drive strength greater than 1. The final core utilization is 34.93%. The area growth from synthesis to layout is 15.22%.

The flip-flop count of the largest register, all copies and words added is 1024.

Timing
The time the worst path needs with I/O delays and setup is 5.633 ns. The final timing summary puts the cycle share of the worst path at 88.02%. The headroom to the max-slew limit is 32.00%. The highest clock rate this design can be run at is 177.5 MHz. Adding up every negative setup slack in the final design gives 0 ns. Per the final timing report, the hold violations number 0. The count of final setup violators is 0. The pin closest to its max-slew limit shows a slew of 1.018 ns. The total count of max-transition violations in the final report is 0.

Setup repair after global routing left no endpoint under its margin.

Logic synthesis
The cell-mix breakdown from Yosys lists the XOR/XNOR area share as 0%. In the synthesized netlist the dominant register cell turns out to be sky130_fd_sc_hd__edfxtp_1. The post-synthesis mux area share is 21.01%. By area, the combinational part of the netlist is dominated by multiplexers. In the Yosys stats the netlist draws on 23 distinct library cells. The sequential cell area fraction in the yosys report is 63.03%. The number of standard cells reported by yosys is 3386. The yosys synthesis warning count is 1.

Synthesis inferred 1024 register bits. In this run the cell area of the synthesized design comes to 48790 sq um. After Yosys synthesis, and, or, nand and nor cells account for 4.714% of the synthesized area. The post-synth count of flops with an enable pin is 1024. The adder-cell share of the synthesized area is 0%.

After synthesis, the share of flip-flops with an asynchronous set or reset is 0%. The mean cell area of the mapped netlist is 14.41 sq um. The synthesized chip area reported by yosys is 48790 sq um. In this run, the synthesized area fraction spent on AND-OR/OR-AND gates is recorded as 8.042%. Synthesis produced a netlist whose cell count is 3386.

Run status
The flow ran to the end, and the final reports show no timing, DRC or antenna violations.

GRT
The total routing usage reported by global routing is 19.58%. The global route stage reports its total congestion overflow as 0. The number of antenna violations at the first check in global routing is 10.

Entering global routing, the biggest net connects 67 pins. The first global-routing pass estimated 218300 um of wire. The via count of the first global-routing pass is 32110.

Place
Note, the detailed placer reported a final HPWL of 87250 um. The number of I/O port buffers is 112. The final estimated routing congestion in global placement is 0.8601.

Worst hold path
Per the hold report, the tightest min-delay path originates at wdata[1]. The type of the worst min-delay path is in2reg. The worst hold path terminates at mem[24][1]$_DFFE_PP_.

The worst hold path stage count is 2.

Power
The static leakage is 20.32 nW. Total power normalized to cell area comes to 263.5 nW/um^2. The peak supply drop is 214.7 uV.

Run
OpenROAD emitted warnings numbering 29. Per the run summary, max-cap violations total 0.
## cell usage after synthesis (45+ instances only)
cell | n | share of area (%)
sky130_fd_sc_hd__nor3_1 | 64 | 0.66
sky130_fd_sc_hd__a21oi_1 | 192 | 2.0
sky130_fd_sc_hd__buf_6 | 45 | 1.0
sky130_fd_sc_hd__clkbuf_1 | 86 | 0.66
sky130_fd_sc_hd__a22o_1 | 128 | 2.3
sky130_fd_sc_hd__edfxtp_1 | 1024 | 63
sky130_fd_sc_hd__a22oi_1 | 192 | 3.0
sky130_fd_sc_hd__nand3_1 | 194 | 2.0
sky130_fd_sc_hd__a31oi_1 | 64 | 0.82
sky130_fd_sc_hd__buf_2 | 70 | 0.72
sky130_fd_sc_hd__nand2_1 | 195 | 1.5
sky130_fd_sc_hd__buf_4 | 47 | 0.72
sky130_fd_sc_hd__mux2i_1 | 1024 | 21
## cell families (layout without fill, tap and decap cells)
| group | Yosys count | count (layout) |
|---|---|---|
| mux | 1024 | 1024 |
| simple gates | 509 | 509 |
| buf+inv | 253 | 471 |
| flops | 1024 | 1024 |
| compound gates | 576 | 576 |
| other cells | 0 | 1 |
## cell usage in the layout, fill, tap and decap left out, types with 5 or more instances in the layout
cell type	synthesis	routed
sky130_fd_sc_hd__buf_12	0	26
sky130_fd_sc_hd__clkbuf_16	0	103
sky130_fd_sc_hd__nand3_1	194	194
sky130_fd_sc_hd__a22o_1	128	128
sky130_fd_sc_hd__a21oi_1	192	192
sky130_fd_sc_hd__clkinvlp_4	0	6
sky130_fd_sc_hd__nand2_1	195	193
sky130_fd_sc_hd__edfxtp_1	1024	1024
sky130_fd_sc_hd__buf_4	47	143
sky130_fd_sc_hd__nor2_4	0	34
sky130_fd_sc_hd__clkbuf_1	86	26
sky130_fd_sc_hd__a31oi_1	64	64
sky130_fd_sc_hd__clkdlybuf4s50_1	0	110
sky130_fd_sc_hd__clkinv_1	0	20
sky130_fd_sc_hd__nand3b_1	5	5
sky130_fd_sc_hd__clkinv_2	0	19
sky130_fd_sc_hd__nor3_1	64	64
sky130_fd_sc_hd__a22oi_1	192	192
sky130_fd_sc_hd__bufinv_16	0	9
sky130_fd_sc_hd__mux2i_1	1024	1024
## critical path: cells and delay by family
kind | cells | cell delay (ns)
buffers and inverters | 3 | 1.63
AND-OR/OR-AND | 2 | 0.53
AND/OR/NAND/NOR | 3 | 0.90
## worst max path at each step
| stage | start | to | slack (ns) |
|---|---|---|---|
| after CTS | ra2[2] | rdata2[3] | 0.81 |
| final | ra2[2] | rdata2[16] | 0.77 |
| after global routing | ra2[2] | rdata2[16] | 0.72 |
## report_power, final
group | internal [mW] | leakage (nW) | switching (mW)
logic | 0.540 | 9.51 | 0.866
clock network | 3.33 | 1.58 | 2.58
registers | 7.46 | 9.22 | 0.0313
total | 11.3 | 20.3 | 3.48
## through the flow
step                      power [mW]  instances  cell area (sq um)  hold slack (ns)  setup slack, ns
after floorplan                8.402       3386              48790            1.379            2.686
after global placement         9.031       5574              52960            2.113           0.8372
after detailed placement       9.035       5574              52960            2.118           0.8247
after CTS                      14.90       5764              56210            1.355           0.8136
after global routing           15.23       5765              56210            1.403           0.7177
final                          14.81       5765              56210            1.388           0.7667
## area by class of cell
cell class	count	area, sq um
repair buffers	281	2725
well taps	2160	2703
fillers	15160	104700
clock buffers	129	2675
flip-flops and latches	1024	30750
diodes	1	2.502
clock inverters	61	580.6
multi-input cells	2109	16780
## per-layer routing
layer  global-route usage, %  routed length (um)  vias to the layer above
met5                 0.08921                  95                        -
met4                   6.738                6379                       16
met3                   11.14               20640                      311
met2                   30.60               72780                     1650
met1                   22.81               53960                    15350
li1                        -                   -                    13650
Power and IR drop assume default switching activity.
