==> ./design.v <==
module float_adder(a,b,z);
input [31:0] a, b;
output  [31:0] z;
wire sign_a,sign_b;
wire [7:0] exp_a,exp_b;
wire [22:0] frac_a,frac_b;
assign sign_a = a[31];
assign sign_b = b[31];
assign exp_a = a[30:23];
assign exp_b = b[30:23];
 assign frac_a = a[22:0];
 assign frac_b = b[22:0];
 reg [7:0] smaller_exp;
 reg [23:0] norm_a, norm_b,final_a,final_b;
 reg [24:0] add_result;
 reg [7:0] final_exp;
 reg overflow;
 reg out_sign;
 assign z = {out_sign,final_exp,add_result[22:0]};
 always @(*)
 begin
         smaller_exp = (exp_a < exp_b) ? exp_a :  exp_b;
         norm_a = {1'b1,frac_a} >> (exp_b - smaller_exp);
         norm_b = {1'b1,frac_b} >> (exp_a - smaller_exp);
         final_a = (sign_a == 1) ? ~norm_a + 1 : norm_a;
         final_b = (sign_b == 1) ? ~norm_b + 1 : norm_b;
         add_result = final_a + final_b;
         final_exp= (exp_a > exp_b) ? exp_a : exp_b;	 
         overflow = (add_result[24] == 1'b1);
             if(overflow)
                out_sign = sign_a;
             else if (exp_a > exp_b)
                out_sign = sign_a;
             else if (exp_b > exp_a)
                 out_sign = sign_b;
            else 
                 out_sign = sign_a ^ sign_b ;
end
   endmodule
==> ./run.sh <==
#!/bin/bash
# OpenROAD 26Q1-2900-gdf79404cd8, Yosys 0.63+post, stock flow scripts
make -C /OpenROAD-flow-scripts/flow DESIGN_CONFIG=/design/flow/config.mk WORK_HOME=/design/flow/orfs finish
==> ./config.mk <==
export PLATFORM = sky130hd
export DESIGN_NAME = float_adder
export DESIGN_NICKNAME = float_adder
export VERILOG_FILES = /design/flow/design.v
export SDC_FILE = /design/flow/constraint.sdc
export NUM_CORES = 4
export LEC_CHECK = 1
export CORE_UTILIZATION = 30
==> ./constraint.sdc <==
current_design float_adder

set clk_period 40.7
set clk_io_pct 0.2

create_clock -name clk0 -period $clk_period

set non_clock_inputs [all_inputs -no_clocks]
set_input_delay [expr $clk_period * $clk_io_pct] -clock clk0 $non_clock_inputs
set_output_delay [expr $clk_period * $clk_io_pct] -clock clk0 [all_outputs]
==> results.py <==
# Generated from Yosys and OpenROAD reports
metrics = {
    "run_status": {
        "status": "complete, no violations",
    },
    "timing": {
        "clock.fmax_ghz": 0.0381,
        "setup_viol": 0,
        "maxSlewHeadroom_pct": 37.9,
        "drv_slew": 0,
        "setup_tns_ns": 0,
        "finalClockPeriodUsage_pct": 64.6,
        "min_period_ns": 26.27,
        "hold_violations": 0,
        "rsz0062_at_grt": "false",
        "worstMarginPinSlew_ns": 0.909,
    },
    "job": {
        "cap_violations": 0,
        "warnings": 34,
    },
    "synth": {
        "postSynthCellCount": 1226,
        "yosysUniqueCellTypes": 105,
        "synth_stat.cells": 1226,
        "ys_area_um2": 8240,
        "synth.avg_cell_area_um2": 6.72,
        "ys_seq_share_pct": 0,
        "ys_warn_count": 1,
        "mappedNetlistArea_um2": 8240,
    },
    "pwr": {
        "p_leak_nw": 3.52,
        "power.density_nw_per_um2": 46.5,
        "power_mw": 0.433,
        "ir_drop_uv": 19.8,
    },
    "global_route": {
        "track_usage_pct": 21.7,
        "grt_max_degree": 63,
        "antenna_found_initial": 0,
        "grt_remaining_overflow": 0,
        "grt_first_pass_wirelength_um": 49200,
        "grt_pass1_vias": 8870,
    },
    "place": {
        "port_buffers": 96,
        "hpwl_um": 23600,
        "place.gp.congestion": 0.970,
        "postPlaceCellArea_um2": 9330,
    },
    "drt": {
        "wl_um": 30800,
        "vias_per_cell": 6.22,
        "drc": 0,
        "wire_per_inst_um": 19.3,
        "drtPass1Iterations": 5,
        "ant_nets": 0,
        "num_vias": 9951,
        "antennaDiodeCount": 0,
        "drt_iter0_markers": 909,
    },
    "hold_path": {
        "hold_depth": 4,
        "hp-start": "a[23]",
        "hold_class": "in -> out",
        "hold_end": "z[23]",
    },
    "floorplan": {
        "dieWidth_um": 168,
        "initCoreUtil_pct": 30.6,
        "io_pins": 96,
        "coreArea_um2": 27000,
        "die_area_um2": 28100,
        "die_h_um": 168,
        "num_rows": 60,
    },
    "layout": {
        "stdcell_area_um2": 9330,
        "clockBufferCount": 0,
        "ff_count": 0,
        "layout-drive-gt1-share_pct": 8.98,
        "mostFrequentLayoutCell": "nand2_1",
        "area_growth_pct": 13.2,
        "lay_top_cells": "127 x nand2_1, 118 x nor2_1, 96 x clkdlybuf4s50_1",
        "n_fill_cell": 2869,
        "combGateArea_um2": 7550,
        "seq_area_um2": 0,
        "post-route-util_pct": 34.6,
    },
    "setup_path": {
        "cp_top_family": "AND-OR/OR-AND gates",
        "worstSetupPathType": "in -> out",
        "startpoint_type": "input pin",
        "required_ns": 32.56,
        "cp_max_fo": 44,
        "slowest_stage": "clkdlybuf4s50_1",
        "critPathArrivalTime_ns": 18.13,
        "path_buffers": 7,
        "endpoint_kind": "primary output",
        "cpPeakStageDelay_ns": 0.73,
    },
    "clocking": {
        "cts_resized": 0,
        "cts_hold_buf": 0,
        "postCtsSetupBuffers": 0,
    },
}
worst max path at each step:
stage         startpoint     to  slack (ns)  cells past startpoint
global route       a[25]  z[31]       13.48                     41
finish             a[25]  z[31]       14.43                     41
CTS                a[25]  z[31]       14.46                     41
cell type report:
class,instances,share of cell area [%]
timing repair buffer,123,12.5
multi-input combinational,1085,80.9
tap,341,4.57
inverter,51,2.05
routing by layer:
| layer | vias up | routed length (µm) | track usage [%] |
|---|---|---|---|
| li1 | 4788 | - | - |
| met5 | - | 0 | 0 |
| met3 | 50 | 2550 | 1.90 |
| met1 | 4620 | 14000 | 32.5 |
| met4 | 0 | 657 | 4.43 |
| met2 | 493 | 13600 | 33.9 |
through the flow:
step,instances,worst slack [ns],hold slack [ns]
floorplan,1226,16.83,16.33
global placement,1600,14.70,17.39
detailed placement,1600,14.50,17.40
CTS,1600,14.46,17.40
global route,1600,13.48,17.42
finish,1600,14.43,17.38
cell usage after synthesis, drive strengths merged, types with 30 or more instances:
master	number	area (µm²)
buf	45	330
ha	42	526
nor2	121	472
a21oi	90	484
inv	47	176
nand3	30	150
o21ai	103	553
nand2	130	500
nor3	33	175
mux2i	39	390
xnor2	41	378
clkbuf	45	169
where the power goes:
group	internal, mW	total (mW)	switching [mW]
Sequential	0	0	0
Combinational	0.197	0.433	0.236
Clock	0	0	0
Total	0.197	0.433	0.236
logic make-up after synthesis:
| family | Yosys count | synth area share [%] |
|---|---|---|
| buf+inv | 141 | 8.38 |
| xor+xnor | 60 | 6.70 |
| mux | 73 | 10.8 |
| compound gates | 478 | 42.0 |
| fa+ha+maj | 45 | 6.86 |
| simple gates | 429 | 25.4 |
Power and IR drop assume default switching activity.
