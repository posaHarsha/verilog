`design/flow/design.v`:
```
module a9(x0,x1,x2,x3,x4,x5,x6,x7,x8,x9,h0,h1,h2,h3,h4,h5,h6,h7,h8,h9,clk,reset,y);
input [3:0] x0,x1,x2,x3,x4,x5,x6,x7,x8,x9;
input [3:0] h0,h1,h2,h3,h4,h5,h6,h7,h8,h9;
input   reset,clk;
output reg [31:0]y;
reg [3:0] arr1[0:9];
reg [3:0] arr2[0:9];
integer i;
reg [7:0] arr3[0:9];
always @(*)
begin
arr1[0] <= x0;
arr1[1] <= x1;
arr1[2] <= x2;
arr1[3] <= x3;
arr1[4] <= x4;
arr1[5] <= x5;
arr1[6] <= x6;
arr1[7] <= x7;
arr1[8] <= x8;
arr1[9] <= x9;
arr2[0] <= h0;
arr2[1] <= h1;
arr2[2] <= h2;
arr2[3] <= h3;
arr2[4] <= h4;
arr2[5] <= h5;
arr2[6] <= h6;
arr2[7] <= h7;
arr2[8] <= h8;
arr2[9] <= h9;
end
always @(posedge clk or posedge reset)
begin
     y = 0;
    if(reset)
        y = 0;
     else 
     begin
        for(i=0; i<10 ; i++)
        y = y + arr1[i]*arr2[i];   
     end
end
endmodule
```
`design/flow/run.sh`:
```
#!/bin/bash
# OpenROAD 26Q1-2900-gdf79404cd8, Yosys 0.63+post, stock flow scripts
make -C /OpenROAD-flow-scripts/flow DESIGN_CONFIG=/design/flow/config.mk WORK_HOME=/design/flow/orfs finish
```
`design/flow/constraint.sdc`:
```
current_design a9

set clk_period 1.0
set clk_io_pct 0.2

create_clock -name clk0 -period $clk_period [get_ports {clk}]

set non_clock_inputs [all_inputs -no_clocks]
set_input_delay [expr $clk_period * $clk_io_pct] -clock clk0 $non_clock_inputs
set_output_delay [expr $clk_period * $clk_io_pct] -clock clk0 [all_outputs]
```
`design/flow/config.mk`:
```
export PLATFORM = sky130hd
export DESIGN_NAME = a9
export DESIGN_NICKNAME = a9
export VERILOG_FILES = /design/flow/design.v
export SDC_FILE = /design/flow/constraint.sdc
export NUM_CORES = 4
export LEC_CHECK = 1
export CORE_UTILIZATION = 50
```
==> notes.md <==
impl run done, here's what came out: Final Max Slew Viols=0, DRT Pass-1 Iters=4, total global-route track usage=0.215, fillers=934, DIE AREA=0.0128 mm^2, Remaining Overflow, GRT=0, CP max FO=2, Mapped Area=0.00616 mm^2, die height=113 um, # port buffers=93, post-synthesis async set-or-reset flop share=1.00, area grow syn2layout=36.2%, Routed WL per cell=11.9 um, Mapped Cells=645, share of cells above drive strength 1=0.289, clock sink count=12, status=finished with violations, comb area leader=adder cells, global-route wire length before repair=20.4 mm, Fin. Hold Viols=0, CP Capture Type=flop, clock root cell=clkbuf_16, # IOs=114, clock buffer depth=2, DRC viols=0, Place WS=-5.33 ns, Yosys chip area=0.00616 mm^2, Worst Hold Class=input pin to async pin, number of global-route vias before repair=4761, placed cell areas=0.00803 mm^2, post-route ant nets=0, DP Wirelength=11.0 mm, FP Core Util=0.513, Placed Instances=965, Site Rows=40, yosys cell count=645, Top delay family on crit path=adder cells, adder share=0.631, vias per cell=4.41, fin crit share=5.63, RSZ-0062 raised after global routing=yes, Mean Syn Cell Area=9.54 um^2, worst hold slack=0.246 ns, fin worst setup slack=-4.63 ns, Max Cap Viol=0, initial antenna violation count=0, crit path max-delay cell type=fa_1, setup tns final=-46.69 ns, EDFF count, synth=0, Unique cell types=20, Reg clk slew, reported paths=0.04 ns, crit path buf inv count=5, area fraction in compound gates=0.0148, tool warnings=29, WS Path Type=input pin to flop, area fraction in and, or, nand and nor cells=0.149, routed via count=4316, max FFs per register=12, post-route design area=0.00839 mm^2, die width=113 um, critical path data required time=1.16 ns, CTS tree=yes, GPL Wtd Cong=0.874, largest net degree at the start of global routing=13, initial drt markers=76, Post-synth seq share=0.0488, dominant register cell=dfrtp_1, CP peak stage delay=0.57 ns, H-tree lvl count=1, final core occ=0.698, critical path arrival=5.78 ns, non-filler cells in the finished layout=978, crit path cell chain=buf_6 > and2_4 > fa_1 > inv_2 > fa_1 > inv_2 > fa_1 > fa_1 > fa_1 > fa_1 > inv_1 > fa_1 > fa_1 > inv_2 > fa_2 > a21o_1 > o2bb2ai_2 > o41ai_2 > xnor2_1, yosys warning tally=3, CORE AREA=0.0120 mm^2, Final min period=5.63 ns, fmax=0.178 GHz, routed wire length=11.6 mm, # diodes=0, Synth mux share=0, most frequent CP cell=fa_1, ys flops=12, Final setup viols=12, TritonCTS Buffers=3, CP startpoint kind=input pin, XOR Share, Synth=0.00996, failing checks=negative setup slack
==> path summary, 6_finish.rpt <==
kind                       startpoint     to  slack [ns]  cells after the start
worst max-delay path            h3[1]  y[10]       -4.63                     19
worst min-delay path            reset   y[0]        0.25                      3
max in group asynchronous       reset  y[11]        0.60                      3
min in group clk0               h9[0]   y[0]        0.77                      6
==> cell families after synthesis <==
family,count (synthesis)
other,1
XOR/XNOR,7
flip-flops,12
adder cells (fa/ha/maj),226
AND-OR/OR-AND,13
buffers and inverters,218
AND/OR/NAND/NOR,168
==> cell usage in the layout, fill, tap and decap left out, types with 2 or more instances in the layout <==
master,Yosys,routed
inv_1,198,179
buf_2,0,19
clkdlybuf4s15_1,0,22
fa_1,141,131
ha_4,0,25
fa_2,0,10
ha_1,85,60
nand2_2,0,9
conb_1,1,20
a21oi_1,5,2
dfrtp_1,12,12
clkbuf_2,0,7
and2_4,0,31
xnor2_1,6,6
and2_1,114,83
clkbuf_16,0,3
buf_4,20,71
nor2_1,3,3
nand2_1,49,38
dlygate4sd2_1,0,17
a21o_1,2,2
clkdlybuf4s50_1,0,9
buf_6,0,30
buf_8,0,2
o21ai_1,0,2
inv_2,0,19
clkdlybuf4s15_2,0,6
a21oi_2,0,3
==> synth_stat cells (2+ instances only) <==
cell / count / area (um^2)
nor2_1: 3 / 11.3
dfrtp_1: 12 / 300
xnor2_1: 6 / 52.6
and2_1: 114 / 713
o21ai_0: 2 / 10.0
buf_4: 20 / 150
a21oi_1: 5 / 25.0
inv_1: 198 / 743
a21o_1: 2 / 15.0
fa_1: 141 / 2820
nand2_1: 49 / 184
ha_1: 85 / 1060
==> timing repair <==
item / in CTS / in global routing
pin swaps: 123 / 37
gates resized: 293 / 37
hold buffers: 0 / 0
setup buffers: 7 / 2
endpoints found under the setup margin: 24 / 12
==> final cells by class <==
cell class / count / area, um^2 / area share
Clock buffer: 4 / 88.8 / 0.0106
Inverter: 198 / 743 / 0.0886
Multi-Input combinational cell: 434 / 5510 / 0.657
Sequential cell: 12 / 300 / 0.0358
Tap cell: 147 / 184 / 0.0219
Timing Repair Buffer: 183 / 1560 / 0.186
==> per-layer routing <==
metal  routed length (um)  global-route usage  up-vias
li1                     -                   -     2184
met1                 5460               0.343     2020
met4                    0             0.00439        0
met2                 5300               0.331      112
met3                  864              0.0650        0
met5                    0                   0        -
